`/design/flow/config.mk`:
```
export PLATFORM = sky130hd
export DESIGN_NAME = Lab3_VO_Thomas
export DESIGN_NICKNAME = Lab3_VO_Thomas
export VERILOG_FILES = /design/flow/design.v
export SDC_FILE = /design/flow/constraint.sdc
export NUM_CORES = 4
export LEC_CHECK = 1
export CORE_UTILIZATION = 40
```
`/design/flow/constraint.sdc`:
```
current_design Lab3_VO_Thomas

set clk_period 7.5
set clk_io_pct 0.2

create_clock -name clk0 -period $clk_period [get_ports {clk}]

set non_clock_inputs [all_inputs -no_clocks]
set_input_delay [expr $clk_period * $clk_io_pct] -clock clk0 $non_clock_inputs
set_output_delay [expr $clk_period * $clk_io_pct] -clock clk0 [all_outputs]
```
`/design/flow/design.v`:
```
module Access (
    PassDigit, PassEnter, Load_P1_In, rng_button,timeout,rst, clk, 
    Load_P1_Out, rng_gen, timer_enable, reconfig, logoutLED, loginLED,
    gameover, win, win_count
);
input [3:0] PassDigit;
input PassEnter, Load_P1_In, rng_button,timeout, clk, rst, win;
output  Load_P1_Out, rng_gen, timer_enable, reconfig,logoutLED, loginLED , gameover;
reg Load_P1_Out, rng_gen, timer_enable, reconfig, Flag,logoutLED, loginLED, gameover;
output reg [6:0] win_count = 7'd0;
parameter digit1 = 0, digit2 = 1, digit3 = 2, digit4 = 3, verify = 4,reconfig_timer = 5, wait_gameStart = 6, gameplay = 7, gameOver = 8 ;
reg [3:0] state;
reg prev_win, rng_button_prev;
always @(posedge clk) begin
    prev_win <= win;
    rng_button_prev <= rng_button;
    if(rst == 1'b0)begin
        state <= digit1;
        Flag <= 1'b1;
        Load_P1_Out <= 1'b0;
        rng_gen <= 1;
        timer_enable <= 0;
        reconfig <=0;
        logoutLED <=1;
        loginLED <= 0;
        gameover <= 0;
        win_count <= 7'd0;
    end
    else begin
    case (state)
        digit1:begin
            Flag <= 1'b1;
            Load_P1_Out <= 1'b0;
            rng_gen <= 1;
            timer_enable <= 0;
            reconfig <=0;
            if(PassEnter == 1'b1)begin
                if(PassDigit != 4'b1001)  
                    Flag <= 1'b0; 
                state <= digit2;
            end
            else
                state <= digit1;
        end 
        digit2:begin
            Load_P1_Out <= 1'b0;
            rng_gen <= 1;
            timer_enable <= 0;
            reconfig <=0;
            if(PassEnter == 1'b1)begin
                if(PassDigit != 4'b1000)  
                    Flag <= 1'b0; 
                state <= digit3;
            end
            else
                state <= digit2;
        end
        digit3:begin
            Load_P1_Out <= 1'b0;
            rng_gen <= 1;
            timer_enable <= 0;
            reconfig <=0;
            if(PassEnter == 1'b1)begin
                if(PassDigit != 4'b0110)  
                    Flag <= 1'b0; 
                state <= digit4;
            end
            else
                state <= digit3;
        end
        digit4:begin
            Load_P1_Out <= 1'b0;
            rng_gen <= 1;
            timer_enable <= 0;
            reconfig <=0;
            if(PassEnter == 1'b1)begin
                if(PassDigit != 4'b0001)  
                    Flag <= 1'b0; 
                state <= verify;
            end
            else
                state <= digit4;
        end
        verify:begin
            if(Flag == 1'b1)
                state <= reconfig_timer;
            else
                state <= digit1;
        end
        reconfig_timer:begin
            gameover <= 0;
            reconfig <= 1;
            state <= wait_gameStart;
        end
        wait_gameStart:begin
            win_count <= 7'd0;
            gameover <= 0;
            reconfig <= 0;
            rng_gen <= rng_button;
            logoutLED <=0;
            loginLED <= 1;
            if(PassEnter == 1)begin
                state <= gameplay;
                timer_enable <= 1;
            end else 
                    state <= wait_gameStart;
        end
        gameplay:begin
            gameover <= 0;
            if(timeout == 1) begin
                state <= gameOver;
                timer_enable <=0;
            end
        rng_gen <= rng_button;
        Load_P1_Out <= Load_P1_In;
           if(win == 1 && prev_win == 0  ) begin   
        win_count <= (win_count < 7'd99) ? win_count + 1 : win_count;
        end
        end
        gameOver:begin
            gameover <= 1;
            rng_gen <= 1;
            Load_P1_Out <=0;
            if(PassEnter == 1)
                state <= reconfig_timer;
            else
                state <= gameOver;
        end
        default: begin
            state <= digit1;
            Flag <= 1'b1;
            Load_P1_Out <= 1'b0;
            rng_gen <= 1;
            timer_enable <= 0;
            reconfig <=0;
            logoutLED <=1;
            loginLED <= 0;
            gameover <= 0;
            win_count <= 7'd0;
        end
    endcase
end
end
endmodule
module Adder (
    num1,num2,out
);
input[3:0] num1,num2;
output [3:0] out;
reg [3:0] out;
reg verify;
always @(num1,num2) begin
    out = num1 + num2;
end
endmodule
module Is15(is15_in, led_match_on, led_match_off);
input [3:0] is15_in;
output led_match_on, led_match_off;
reg led_match_on, led_match_off;
always @(*) begin
    if(is15_in == 4'b1111) begin
        led_match_on = 1'b1;
        led_match_off = 1'b0;
    end
    else begin
        led_match_on = 1'b0;
        led_match_off = 1'b1;
    end
end
endmodule
module Lab3_VO_Thomas (
   clk, rst, 
   p1_button, pass_button, rng_button, 
   pass_input, p1_input,
   timer_tens, timer_ones, score_tens, sum_score_ones, RNG, P1,
   NmatchLED, matchLED, logoutLED, logInLED 
);
    input clk, rst, p1_button, pass_button, rng_button;
    input [3:0] pass_input, p1_input;
    output NmatchLED, matchLED, logoutLED, logInLED;
    output [6:0] timer_tens, timer_ones, score_tens, sum_score_ones, RNG, P1;
    wire passwordToAC, p1ToAC;
    buttonShaper passwordBS(pass_button, passwordToAC, clk, rst);
    buttonShaper p1BS(p1_button, p1ToAC, clk, rst);
    wire [3:0] LRtoDecoder;
    wire Load_P1_out;  
    LoadRegister p1LR(p1_input, LRtoDecoder, clk,rst, Load_P1_out);
    wire ACtoRNG;
    wire [3:0] stable_rng_to_adder,rngTo_Adder_decoder;
    rng myrng(ACtoRNG, clk,rst, rngTo_Adder_decoder);
    rng_latch my_rng_latch(rng_button, clk, rst, rngTo_Adder_decoder, stable_rng_to_adder);
    wire timer_enable, reconfig, timeout;
    wire [3:0] timerToTensDecoder, timerToOnesDecoder;
    digitTimer twoDigitTimer(clk,rst, timer_enable, reconfig, timerToOnesDecoder, timerToTensDecoder, timeout);
    wire [3:0] AdderToMUX_is15; 
    Adder myAdder(stable_rng_to_adder, LRtoDecoder, AdderToMUX_is15);
    wire win;
    Is15 verify(AdderToMUX_is15, win, NmatchLED);
    assign matchLED = win;
    wire [6:0] win_count;
    wire [3:0] scoreTensToMUX, scoreOnesToMUX;
    score myScore( win_count, scoreOnesToMUX, scoreTensToMUX);
    wire ACGameOverToMUX;
    wire [3:0] MUXtoDSum, MUXtoDTens;
    mux3to2 myMUX(AdderToMUX_is15, scoreOnesToMUX, scoreTensToMUX, ACGameOverToMUX,MUXtoDSum, MUXtoDTens);
    sevenSegDecoder Dp1(LRtoDecoder,P1);  
    sevenSegDecoder DRNG(stable_rng_to_adder,RNG);  
    sevenSegDecoder DSum_ScoreOnes(MUXtoDSum,sum_score_ones);  
    sevenSegDecoder DTens(MUXtoDTens, score_tens);  
    sevenSegDecoder DTimerOnes(timerToOnesDecoder,timer_ones);
    sevenSegDecoder DTimerTens(timerToTensDecoder, timer_tens);
    Access myAC(pass_input, passwordToAC,p1ToAC, rng_button,
    timeout, rst,clk, Load_P1_out, ACtoRNG, timer_enable, reconfig, 
    logoutLED,logInLED, ACGameOverToMUX ,win , win_count);
endmodule
module LoadRegister (
    D_in,D_out, clk, rst, Load
);
input [3:0] D_in;
output [3:0] D_out;
input clk,rst;
input Load;
reg [3:0] D_out;
always @(posedge clk) 
    begin
    if(rst == 1'b0) 
    D_out <= 4'b0000 ;
    else 
    begin
    if(Load == 1'b1)
    D_out <= D_in;
    end
end
endmodule
module buttonShaper (
    b_in, b_out, clk, rst
);
input b_in;
output b_out;
input clk, rst;
reg b_out;
parameter init = 0, pulse = 1, wait_s = 2;
reg[2:0] state, stateNext;
always @(state, b_in) begin
    case (state)
        init:begin
            b_out = 1'b0;
        if(b_in == 1'b1)
            stateNext = init;
        else
            stateNext = pulse;
        end 
        pulse: begin
            b_out = 1'b1;
            stateNext = wait_s;
        end
        wait_s: begin
            b_out = 1'b0;
            if(b_in == 1'b1)
                stateNext = init;
            else
                stateNext = wait_s;
        end
        default:begin
            b_out = 1'b0;
            stateNext = init;
        end 
    endcase
end
always @(posedge clk) begin
    if(rst == 1'b0)
        state  <= init;
    else
        state <= stateNext;
end 
endmodule
module count_to_10 (
    clk,rst, enable, in, timeout
);
input clk, rst, in, enable;
output timeout;
reg timeout;
reg [3:0] count;
always @(posedge clk)begin
    if(rst ==1'b0)begin
        count <= 0;
        timeout <=0;
    end
    else if(enable == 1'b1)begin
        if(in == 1'b1)begin
            if(count == 9)begin  
                timeout <=1;
                count <= 0;
            end else begin
                timeout <= 0;
                count <= count +1;
            end
        end else
            timeout <=0;
    end
end  
endmodule
module count_to_100 (
    clk,rst, enable, in, timeout
);
input clk, rst, in, enable;
output timeout;
reg timeout;
reg [6:0] count;
always @(posedge clk)begin
    if(rst ==1'b0)begin
        count <= 0;
        timeout <=0;
    end
    else if(enable == 1'b1)begin
        if(in == 1)begin
            if(count == 99)begin  
                timeout <=1;
                count <= 0;
            end else begin
                timeout <= 0;
                count <= count +1;
            end
        end else
            timeout <=0;
    end
end  
endmodule
module counter (
    count,clk,rst,c_out
);
input clk, rst, count;
output [3:0] c_out;
reg [3:0] c_out;
always @(posedge clk) begin
    if(rst == 0)
        c_out <= 4'b0000;
    else begin
        if(count == 1)
            c_out <= c_out +1;
    end
end
endmodule
module digitTimer (
    clk,rst, timer_enable, reconfig, ones,tens, timeout
);
input clk, rst, timer_enable, reconfig;
output [3:0] ones, tens;
output timeout;
wire Timer1s_to_OnesPlace;
oneSecTimer my1s(clk, rst, timer_enable, Timer1s_to_OnesPlace );
wire OnesBU_to_TensBD, TensNBD_to_OnesNBU, dummy;
dt OnesPlace(clk,rst, reconfig, Timer1s_to_OnesPlace, 
TensNBD_to_OnesNBU, OnesBU_to_TensBD,timeout, ones);
dt TensPlace(clk, rst, reconfig, OnesBU_to_TensBD, 1'b1, 
dummy, TensNBD_to_OnesNBU, tens);
endmodule
module dt (
    input clk, rst, reconfig, b_dn, nb_up,
    output reg b_up, nb_dn,
    output reg [3:0] num
);
always @(posedge clk) begin
    if (rst == 0) begin
        num <= 4'd0;
        b_up <= 0;
        nb_dn <= 0;
    end 
    else if (reconfig == 1) begin
        num <= 4'd9;
        b_up <= 0;
        nb_dn <= 0;
    end 
    else if (b_dn == 1) begin
        if (num == 4'd0) begin 
            if (nb_up == 1) begin
                num <= 4'd0;    
                b_up <= 0;
                nb_dn <= 1;     
            end else begin
                num <= 4'd9;    
                b_up <= 1;
                nb_dn <= 0;
            end
        end 
        else begin
            num <= num - 4'd1;  
            b_up <= 0;
            nb_dn <= 0;
        end
    end 
    else if (num == 4'd0 && nb_up == 1) begin
        nb_dn <= 1;   
    end 
    else begin
        b_up <= 0;
        nb_dn <= 0;
    end
end
endmodule
module mux3to2 (
    sum, score_ones,score_tens, gameover_s, out, tens_out
);
    input [3:0] sum, score_ones, score_tens;
    input gameover_s;
    output reg [3:0] out, tens_out;
    always @(*) begin
        if(gameover_s == 1)begin
            out = score_ones;
            tens_out = score_tens;
        end
        else begin
            out = sum;
            tens_out = 4'd0;
        end
    end
endmodule
module oneSecTimer (
    clk,rst,enable,one_sec_timeout
);
input clk, rst, enable;
output one_sec_timeout;
wire one_sec_timeout;
wire one_ms_timeout;
wire one_hundred_ms_timeout;
timer_1ms timer_1ms_inst(clk,rst,enable,one_ms_timeout);
count_to_100 count_100ms_inst(clk,rst,enable,one_ms_timeout,one_hundred_ms_timeout);
count_to_10 count_1s_inst(clk,rst,enable,one_hundred_ms_timeout, one_sec_timeout);
endmodule
module rng (
    rng_gen,clk,rst,random_num
);
input rng_gen, clk, rst;
output [3:0] random_num;
wire [3:0] random_num;
wire inv_in;
assign inv_in = ~rng_gen;
counter myRNG(inv_in, clk, rst, random_num);    
endmodule
module rng_latch (
    input rng_button,
    input clk,
    input rst,
    input [3:0] rng_value,
    output reg [3:0] stable_rng_value
);
reg rng_button_prev;
always @(posedge clk) begin
    rng_button_prev <= rng_button;
    if (rst == 1'b0) begin
        stable_rng_value <= 4'b0000;
    end
    else if (rng_button_prev == 1'b1 && rng_button == 1'b0) begin
        stable_rng_value <= rng_value;
    end
end
endmodule
module score (
    input [6:0] win_count,   
    output reg [3:0] ones,   
    output reg [3:0] tens    
);
always @(*) begin
    tens = win_count / 10;
    ones = win_count % 10;
end
endmodule
module sevenSegDecoder (
    decode_in, decode_out
);
    input [3:0] decode_in;
    output [6:0] decode_out;
    reg [6:0] decode_out;
    always @(decode_in) begin
        case (decode_in)
            4'b0000: begin decode_out = 7'b1000000; end  
            4'b0001: begin decode_out = 7'b1111001; end  
            4'b0010: begin decode_out = 7'b0100100; end  
            4'b0011: begin decode_out = 7'b0110000; end  
            4'b0100: begin decode_out = 7'b0011001; end  
            4'b0101: begin decode_out = 7'b0010010; end  
            4'b0110: begin decode_out = 7'b0000010; end  
            4'b0111: begin decode_out = 7'b1111000; end  
            4'b1000: begin decode_out = 7'b0000000; end  
            4'b1001: begin decode_out = 7'b0011000; end  
            4'b1010: begin decode_out = 7'b0001000; end  
            4'b1011: begin decode_out = 7'b0000011; end  
            4'b1100: begin decode_out = 7'b1000110; end  
            4'b1101: begin decode_out = 7'b0100001; end  
            4'b1110: begin decode_out = 7'b0000110; end  
            4'b1111: begin decode_out = 7'b0001110; end  
            default: begin decode_out = 7'b1111111; end  
        endcase
    end
endmodule
module timer_1ms (
    clk,rst, enable, one_ms_timeout
);
input clk, rst, enable;
output one_ms_timeout;
reg one_ms_timeout;
reg [15:0] count;
always @(posedge clk)begin
    if(rst == 1'b0)begin
        count <= 0;
        one_ms_timeout <=0;
    end
    else if(enable == 1'b1)begin
            if(count == 49999)begin  
                one_ms_timeout <=1;
                count <= 0;
            end else begin
                one_ms_timeout <= 0;
                count <= count +1;
            end
    end
end  
endmodule
```
`/design/flow/run.sh`:
```
#!/bin/bash
# OpenROAD 26Q1-2900-gdf79404cd8, Yosys 0.63+post, stock flow scripts
make -C /OpenROAD-flow-scripts/flow DESIGN_CONFIG=/design/flow/config.mk WORK_HOME=/design/flow/orfs finish
```
==> job_summary.md <==
## Synthesis and layout report

| Metric | Value |
|---|---|
| WP data arrival | `5360 ps` |
| Cells on Worst Hold Path | `1` |
| Final WL | `13,000 microns` |
| Area delta synth->final | `15.3%` |
| Reg2Reg Depth | `9` |
| Diodes inserted | `0` |
| DRT antenna net count | `0` |
| Post-synthesis sequential area ratio | `31.6%` |
| Synth Register Bits | `99` |
| Adder share | `9.30%` |
| NetSw | `0.213 mW` |
| Basic Gates by Area | `24.0%` |
| Share of layout cells above drive strength 1 | `6.40%` |
| Number of OpenROAD warnings | `53` |
| YS warnings | `14` |
| Hpwl dp | `9300 microns` |
| Inst Count DP | `992` |
| Worst-path clk slew | `70 ps` |
| Pwr dens | `141 nW/um^2` |
| Top fanout value on the critical path | `16` |
| RR Startpoint | `myAC.state[3]$_DFF_P_` |
| Pwr Total | `1.02 mW` |
| Peak supply drop | `0.0938 mV` |
| Die Size | `16,200 sq um` |
| Cell Type Count | `86` |
| Internal power | `0.810 mW` |
| CP startpoint | `myAC.win_count[4]$_SDFFE_PN0P_` |
| CTS tree | `yes` |
| Storage cell area | `1980 sq um` |
| Die width | `127 microns` |
| Ys cells | `757` |
| Combinational power share | `2.6%` |
| Overflow after GRT | `0` |
| First-pass GRT wire length | `22,200 microns` |
| Setup bufs post-CTS | `0` |
| Ports | `59` |
| Avg Cell Area, Syn | `8.29 sq um` |
| Cts hold-fix bufs | `0` |
| FP Util | `41.1%` |
| Switching Fraction | `20.8%` |
| Via count | `5,318` |
| Pre-CTS setup slack | `1010 ps` |
| Post-CTS sizing | `0` |
| Synth Instances | `757` |
| CP Class | `register to output pin` |
| Final Skew | `6.32 ps` |
| Hold Crit Start | `p1BS.state[2]$_DFF_P_` |
| Fraction of registers with async set/reset | `0%` |
| Via density | `5.28` |
| Post-synth mux share | `4.27%` |
| Die height | `127 microns` |
| CTS max path bufs | `2` |
| Final period util | `91.5%` |
| Overall Global Routing Usage | `16.7%` |
| Ao+oa area frac | `20.6%` |
| Final setup fails | `0` |
| Final Max Tran Viols | `0` |
| Clock sinks | `99` |
| WHS Endpoint | `p1BS.state[1]$_DFF_P_` |
| Yosys stat chip area | `6270 sq um` |
| Core Box Area | `15,300 sq um` |
| Post-Route Utilization | `47.4%` |
| Maxcap violations | `0` |
| Post-route DRC | `0` |
| Sum of negative setup slack | `0 ps` |
| Main logic family after synthesis | `simple AND/OR/NAND/NOR gates` |
| IO Port Bufs | `58` |
| Worst-Margin Slew | `747 ps` |
| Startpoint Class | `register` |
| Synthesized area | `6270 sq um` |
| Routability Congestion | `0.897` |
| Cts bufs inserted | `9` |
| Leak | `2.75 nW` |
| H-tree Lvls | `3` |
| Wire length per cell | `12.9 microns` |
| Iteration-0 DRC Markers | `296` |
| Initial antenna violation count | `0` |
| Critical Path End Type | `output pin` |
| Fillers | `1,413` |
| Rows | `45` |
| Reg2Reg Setup Slack | `4600 ps` |
| Hold Vio Cnt, Final | `0` |
| Comb. cell area | `3950 sq um` |
| Dominant flop cell | `dfxtp_1` |
| Vias in the first global route | `4,854` |
| Rel. slew slack | `50.1%` |
| Clk pwr share | `45.3%` |
| Clock period minus worst slack | `6860 ps` |
| CTS root buf | `clkbuf_16` |
| DRT Pass-1 Iters | `4` |
| RSZ-0062 raised after global routing | `no` |
| Insertion Delay late pin | `340 ps` |
| Largest net degree at the start of global routing | `58` |
| Outcome | `completed` |
| Fin cells | `1,008` |
| Fmax | `146 MHz` |
| Hold WC Path Type | `register to register` |
| Post-synth EDFFs | `0` |
| Setup slack after layout | `640 ps` |
| XOR Share, Synth | `4.89%` |
| Flop pwr share | `52.1%` |
| Crit path required time | `6000 ps` |
| FF-to-FF End | `myAC.win_count[5]$_SDFFE_PN0P_` |
[area by class of cell]
class / count / area share, %
clock inverter: 6 / 0.882
tap: 211 / 3.65
timing repair buffer: 59 / 8.13
multi-input combinational: 584 / 54.6
sequential: 99 / 27.4
inverter: 39 / 2.02
clock buffer: 10 / 3.30
[worst max-delay path by stage]
stage                   end  slack (ps)
6_report  sum_score_ones[3]         640
5_1_grt   sum_score_ones[3]         200
4_1_cts   sum_score_ones[3]         620
[cell usage in the layout, fill, tap and decap left out, types with 4 or more instances in the layout]
cell type / count
nand4_1: 9
nand3_1: 25
nand2b_1: 20
nor2_1: 73
a31oi_1: 6
nor3b_1: 4
o22ai_1: 12
nor3_1: 11
o21ai_1: 4
nor2b_1: 27
a211oi_1: 5
and3_1: 10
ha_1: 45
o211ai_1: 11
xnor2_1: 18
clkbuf_16: 9
inv_1: 37
xor2_1: 17
a22o_1: 6
mux2_2: 6
dfxtp_1: 99
nand2_1: 65
o21ai_0: 42
o21a_1: 7
a21boi_0: 8
a21o_1: 4
o31ai_1: 4
a21oi_1: 42
and2_1: 9
clkdlybuf4s50_1: 58
mux2i_1: 20
[cells by family after synthesis]
family / Yosys count
fa+ha+maj: 46
xor+xnor: 35
flops: 99
buf+inv: 74
compound gates: 189
mux: 26
simple gates: 288
[layer usage]
| layer | share of wire (%) | wire (microns) | vias to the layer above | global-route usage [%] |
|---|---|---|---|---|
| met2 | 45 | 5890 | 100 | 27.4 |
| met3 | 3.3 | 426 | 19 | 1.88 |
| met1 | 49 | 6410 | 2455 | 24.4 |
| li1 | - | - | 2744 | - |
| met5 | 0 | 0 | - | 0 |
| met4 | 2.0 | 254 | 0 | 3.08 |
[synth_stat cells, types with 4 or more instances]
library cell	number	area [sq um]
and3_1	10	62.6
nor2b_1	27	169
o211ai_1	11	82.6
mux2_2	6	67.6
nor3b_1	4	30.0
o31ai_1	4	30.0
nand4_1	9	56.3
nor2_1	73	274
nand2b_1	20	125
o22ai_1	12	75.1
a21oi_1	42	210
inv_1	37	139
mux2i_1	20	200
nor3_1	11	55.1
dfxtp_1	99	1980
a21o_1	4	30.0
clkbuf_1	26	97.6
buf_6	5	56.3
and2_1	9	56.3
nand3_1	25	125
nand2_1	65	244
a211oi_1	5	37.5
xnor2_1	18	158
o21ai_1	4	20.0
o21a_1	7	52.6
a31oi_1	6	37.5
a21boi_0	8	60.1
xor2_1	17	149
o21ai_0	42	210
ha_1	45	563
a22o_1	6	52.6
[critical path, cell delays in order, from the launching register on]
cell and delay [ps]:
dfxtp_1 650, inv_1 200, ha_1 240, inv_1 50, ha_1 300, o31ai_4 380, a21oi_2 150, o32a_1 370
or2_1 300, a21o_1 230, mux2_2 290, a21o_1 220, ha_1 370, inv_1 110, nor2_1 50, a21oi_1 110
o21ai_0 80, a311o_1 300, o311ai_1 100, clkdlybuf4s50_1 510
[registers in the layout, summed over array words and instances (netlist names), 4 cells and up]
signal and flops:
myAC.state 9, twoDigitTimer.my1s.timer_1ms_inst.count 16, RNG 7, twoDigitTimer.my1s.count_1s_inst.count 4
twoDigitTimer.OnesPlace.num 4, twoDigitTimer.TensPlace.num 4, twoDigitTimer.my1s.count_100ms_inst.count 7, p1LR.D_out 4
P1 7, myrng.myRNG.c_out 4, my_rng_latch.stable_rng_value 4, myAC.win_count 7
[through the flow]
stage	instance area (sq um)	hold slack, ps
global route	7230	505
CTS	7230	484
detailed placement	6930	455
global placement	6930	450
floorplan	6270	436
finish	7230	482
[power groups by stage]
stage | combinational [mW] | sequential (mW) | clock, mW
4_1_cts | 0.0271 | 0.533 | 0.477
6_report | 0.0268 | 0.533 | 0.463
5_1_grt | 0.0297 | 0.533 | 0.499
Power and IR drop assume default switching activity.
